--- flow/design.v ---
interface axi_lite_if #(
    parameter int ADDR_WIDTH = 32,
    parameter int DATA_WIDTH = 32
) (input logic clk, input logic rst_n);
    logic [ADDR_WIDTH-1:0] aw_addr;
    logic aw_valid;
    logic aw_ready;
    logic [DATA_WIDTH-1:0]   w_data;
    logic [DATA_WIDTH/8-1:0] w_strb;  
    logic w_valid;
    logic w_ready;
    logic [1:0] b_resp;  
    logic b_valid;
    logic b_ready;
    logic [ADDR_WIDTH-1:0] ar_addr;
    logic ar_valid;
    logic ar_ready;
    logic [DATA_WIDTH-1:0] r_data;
    logic [1:0] r_resp;
    logic r_valid;
    logic r_ready;
    modport master (
        input  clk, rst_n,
        output aw_addr, aw_valid, w_data, w_strb, w_valid, b_ready,
        output ar_addr, ar_valid, r_ready,
        input  aw_ready, w_ready, b_resp, b_valid,
        input  ar_ready, r_data, r_resp, r_valid
    );
    modport slave (
        input  clk, rst_n,
        input  aw_addr, aw_valid, w_data, w_strb, w_valid, b_ready,
        input  ar_addr, ar_valid, r_ready,
        output aw_ready, w_ready, b_resp, b_valid,
        output ar_ready, r_data, r_resp, r_valid
    );
endinterface
module FIFO #(
    parameter DATA_WIDTH  = 32, parameter DEPTH = 8 )
    (
    input  wire clk, rst,
    input  wire wr_req, rd_req,
    input  wire [DATA_WIDTH-1:0] data_in,
    output logic wr_valid, rd_valid,
    output logic full, empty,
    output logic [DATA_WIDTH-1:0] data_out
);
    logic [DATA_WIDTH-1:0] mem [DEPTH-1:0];
    logic [$clog2(DEPTH):0] rd_ptr, wr_ptr;
    localparam ADDR_BITS = $clog2(DEPTH);
    logic handshake_in = wr_req & wr_valid;
    logic handshake_out = rd_req & rd_valid;
    always_comb begin
        empty = (rd_ptr == wr_ptr);
        full = (rd_ptr[ADDR_BITS-1:0] == wr_ptr[ADDR_BITS-1:0] && wr_ptr[ADDR_BITS] != rd_ptr[ADDR_BITS]);
        wr_valid = wr_req && ~full;
        rd_valid = rd_req && ~empty;
    end
    always_ff @( posedge clk, posedge rst ) begin 
        if(rst) begin
            wr_ptr <= 0;
            rd_ptr <= 0;
        end
        else begin
            if(handshake_in) begin
                mem[wr_ptr[ADDR_BITS-1:0]] <= data_in;
                wr_ptr <= wr_ptr + 1;
            end
            if(handshake_out) begin
                data_out <= mem[rd_ptr[ADDR_BITS-1:0]];
                rd_ptr <= rd_ptr + 1;
            end
        end
    end
endmodule
--- flow/run.sh ---
#!/bin/bash
# OpenROAD 26Q1-2900-gdf79404cd8, Yosys 0.63+post, stock flow scripts
make -C /OpenROAD-flow-scripts/flow DESIGN_CONFIG=/design/flow/config.mk WORK_HOME=/design/flow/orfs finish
--- flow/config.mk ---
export PLATFORM = sky130hd
export DESIGN_NAME = FIFO
export DESIGN_NICKNAME = FIFO
export VERILOG_FILES = /design/flow/design.v
export SDC_FILE = /design/flow/constraint.sdc
export NUM_CORES = 4
export LEC_CHECK = 1
export CORE_UTILIZATION = 30
--- flow/constraint.sdc ---
current_design FIFO

set clk_period 10.0
set clk_io_pct 0.2

create_clock -name clk0 -period $clk_period [get_ports {clk}]

set non_clock_inputs [all_inputs -no_clocks]
set_input_delay [expr $clk_period * $clk_io_pct] -clock clk0 $non_clock_inputs
set_output_delay [expr $clk_period * $clk_io_pct] -clock clk0 [all_outputs]
==> flow_summary.ini <==
; implementation run metrics
[floorplan]
coreArea_mm2 = 0.03574
fp.dieH_um = 193.0
fp_util = 0.3061
dieArea_mm2 = 0.03723
die_w_um = 193.0
rows = 69
pin_count = 72

[grt]
grt_max_degree = 60
grt_usage = 0.1361
antenna_found_initial = 1
grt_pass1_vias = 6167
overflow = 0
grt_pass1_wl_mm = 35.44

[placement]
dp_slack_ps = 4727
port_buffers = 71
gp_congestion = 0.7568
hpwl_mm = 12.61

[routing]
drt_iter0_drc = 428
wl_per_cell_um = 19.99
first_pass_iters = 22
ant_nets = 0
vias = 5771
vias_per_cell = 4.949
drc_errors = 0
antenna_cells = 0
wl_mm = 23.30

[setup_path]
crit_type = input pin to output pin
startpoint_type = input pin
worstPathMaxFanout = 7
crit_path_end_kind = output pin
worstPathRequired_ps = 8000
worstPathArrival_ps = 3260

[clock_tree]
clk_latency_ps = 530
cts_tree = yes
postCtsSetupBuffers = 0
cts_inserted_buffers = 28
hold_buffers = 0
htree_levels = 1
cts_root_buffer = clkbuf_16
cts_resized = 0
path_clk_slew_ps = 60
cts_sinks = 296
clock_path_buffers = 3

[flow_run]
drv_cap = 0
warning_count = 33

[timing]
report.final.hold_viol_count = 0
fmax_mhz = 190.2
tightest_slew_ps = 842.4
rsz0062_at_grt = no
setup-violations-final = 0
slew_headroom = 0.4369
min_period_ps = 5258
worst_hold_slack_ps = 534.8
maxSlewViolCount = 0
fin_worst_skew_ps = 11.34
fin_tns_setup_ps = 0
finalClockPeriodUsage = 0.5258
fin_ws_ps = 4742

[cells_and_area]
drive_above_1_share = 0.09787
mostFrequentLayoutCells = edfxtp_1 (288), clkdlybuf4s50_1 (71), a22oi_1 (37)
layout_top_cell = edfxtp_1
areaGrowthSynthToFinish_pct = 19.90

[synthesis]
edf_count = 288
yosysSeqAreaShare = 0.8089
async_reset_ff_frac = 0.02703
yosys_area_mm2 = 0.01094
synth_warnings = 2
avgSynthCellArea_um2 = 18.26
ys.flop_type = edfxtp_1
syn_inst = 599
yosysUniqueCellTypes = 42
ys.flops = 296
syn_area_mm2 = 0.01094
ys_cells = 599

[power_and_ir_drop]
cellPowerDensity_mw_per_mm2 = 276.1
ir_drop_mv = 0.1505
p_leak_uw = 0.004177

[hold_path]
hp-class = register to register

[status]
outcome = completed
[registers in the layout, summed over array words and instances, names as in the netlist]
name,cells
wr_ptr,4
data_out,32
mem,256
rd_ptr,4
[path summary, 6_finish.rpt]
check | slack, ps | to | cells after the start | from
setup / recovery | 4740 | wr_valid | 4 | wr_req
hold / removal | 530 | data_out[23] | 1 | mem[0][23]
min in group asynchronous | 1960 | wr_ptr[1] | 2 | rst
hold reg to reg | 530 | data_out[23] | 1 | mem[0][23]
max in group asynchronous | 7750 | rd_ptr[2] | 2 | rst
setup reg to reg | 6930 | data_out[5] | 8 | rd_ptr[1]
[power breakdown]
part	internal (µW)	switching, µW	total [µW]
clock	579	420	1000
combinational	414	592	1010
sequential	1560	58.9	1620
[cells in the mapped netlist (2+ instances only)]
master | number | area share
ha_1 | 12 | 0.014
nand2_1 | 27 | 0.0093
mux2_2 | 4 | 0.0041
a22o_1 | 25 | 0.020
edfxtp_1 | 288 | 0.79
a31oi_1 | 3 | 0.0017
a22oi_1 | 37 | 0.025
clkbuf_1 | 25 | 0.0086
o211ai_1 | 8 | 0.0055
a32o_1 | 5 | 0.0046
and3_2 | 2 | 0.0014
o21ai_0 | 3 | 0.0014
o311ai_0 | 2 | 0.0016
nor2_1 | 28 | 0.0096
a21oi_1 | 21 | 0.0096
nor2b_1 | 2 | 0.0011
buf_1 | 3 | 0.0010
buf_2 | 5 | 0.0023
nor4b_1 | 2 | 0.0016
a221oi_1 | 10 | 0.0080
o21a_1 | 9 | 0.0062
a222oi_1 | 31 | 0.028
xor2_1 | 4 | 0.0032
nand4_1 | 2 | 0.0011
xnor2_1 | 3 | 0.0024
inv_1 | 11 | 0.0038
and2_1 | 3 | 0.0017
dfrtp_1 | 8 | 0.018
and3_1 | 3 | 0.0017
[final cells by class]
class	count	area [µm²]
fillers	3295	22630
flip-flops and latches	296	8850
multi-input cells	258	1932
repair buffers	90	853.3
clock buffers	38	759.5
well taps	461	576.8
clock inverters	12	103.9
inverters	11	41.29
[per-stage QoR]
step | power, µW | area, µm² | cells | utilization
CTS | 3665 | 13120 | 1166 | 0.3670
global placement | 2654 | 12250 | 1116 | 0.3428
floorplan | 2256 | 10940 | 599 | -
finish | 3621 | 13120 | 1166 | 0.3670
global route | 3812 | 13120 | 1166 | 0.3670
detailed placement | 2660 | 12250 | 1116 | 0.3428
[worst max-delay path, stage by stage]
cell,delay [ps]
clkdlybuf4s50_1,540
o41ai_4,150
inv_1,110
clkdlybuf4s50_1,460
[metal layers]
layer,vias to the layer above,GRT usage,part of all wire
li1,2639,-,-
met4,2,0.01953,0.014
met5,-,0,0.00056
met1,2819,0.1766,0.39
met3,38,0.07147,0.11
met2,273,0.2162,0.49
[logic make-up after synthesis]
family,Yosys count,share of synthesized area
AOI/OAI and AO/OA,158,0.1177
xor gates and xnor gates,7,0.005605
adders and majority gates,12,0.01372
DFF,296,0.8089
muxes,6,0.006404
and+or+nand+nor,75,0.03100
buffers and inverters,45,0.01670
Power is estimated from default activity; no workload was simulated.
